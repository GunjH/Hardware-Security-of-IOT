**flow/design.v**
```verilog
module onebitaddsub(I0, I1, carry_in, mode, sum, carry_out);
	input I0, I1, carry_in, mode;
	output sum, carry_out;
	assign {carry_out, sum} = mode? I0 + I1 + carry_in : I0 - I1 - carry_in;
endmodule
module eightbitaddsub(Data0, Data1, mode, final_sum, final_carry_out, overflow);
	input [7:0] Data0, Data1;
	input mode;
	output final_sum, final_carry_out, overflow;
	wire [6:0] carry, sum;  
	onebitaddsub addsub1(Data0[0], Data1[0], 1'b0, mode, sum[0], carry[0]);
	onebitaddsub addsub2(Data0[1], Data1[1], carry[0], mode, sum[1], carry[1]);
	onebitaddsub addsub3(Data0[2], Data1[2], carry[1], mode, sum[2], carry[2]);
	onebitaddsub addsub4(Data0[3], Data1[3], carry[2], mode, sum[3], carry[3]);
	onebitaddsub addsub5(Data0[4], Data1[4], carry[3], mode, sum[4], carry[4]);
	onebitaddsub addsub6(Data0[5], Data1[5], carry[4], mode, sum[5], carry[5]);
	onebitaddsub addsub7(Data0[6], Data1[6], carry[5], mode, sum[6], carry[6]);
	onebitaddsub addsub8(Data0[7], Data1[7], carry[6], mode, final_sum, final_carry_out);
	assign overflow = mode? ((carry[6] ^ final_carry_out)? 1 : 0) : 0;
endmodule
`timescale 1ns/1ns
module eightbitaddsubtest();
	reg [7:0] Data0, Data1;
	reg mode;
	wire final_sum, final_carry_out, overflow;
	eightbitaddsub dut(Data0, Data1, mode, final_sum, final_carry_out, overflow);
	initial 
	begin
	$dumpfile("eightbitaddsubdump.vcd");
	$dumpvars(0, eightbitaddsubtest);
	Data0 = {1'b0, 1'b0, 1'b0, 1'b0, 1'b0, 1'b0, 1'b0, 1'b0}; 
	Data1 = {1'b0, 1'b0, 1'b0, 1'b0, 1'b0, 1'b0, 1'b0, 1'b0}; 
	mode = 1; #5;
	$display("\nCase 1\nInput 1: %b", Data0); $display("Input 2: %b", Data1);
	$display("Mode: %b", mode); $display("Final Sum: %b", final_sum); 
	$display("Carry Out: %b", final_carry_out); $display("Overflow: %b", overflow);
	Data0 = {1'b0, 1'b1, 1'b0, 1'b0, 1'b0, 1'b0, 1'b0, 1'b1}; 
	Data1 = {1'b1, 1'b1, 1'b0, 1'b0, 1'b0, 1'b0, 1'b0, 1'b1}; 
	mode = 1; #5;
	$display("\nCase 2\nInput 1: %b", Data0); $display("Input 2: %b", Data1);
	$display("Mode: %b", mode); $display("Final Sum: %b", final_sum); 
	$display("Carry Out: %b", final_carry_out); $display("Overflow: %b", overflow);
	Data0 = {1'b1, 1'b1, 1'b1, 1'b1, 1'b1, 1'b1, 1'b1, 1'b1}; 
	Data1 = {1'b0, 1'b0, 1'b0, 1'b0, 1'b0, 1'b0, 1'b0, 1'b0}; 
	mode = 1; #5;
	$display("\nCase 3\nInput 1: %b", Data0); $display("Input 2: %b", Data1);
	$display("Mode: %b", mode); $display("Final Sum: %b", final_sum); 
	$display("Carry Out: %b", final_carry_out); $display("Overflow: %b", overflow);
	Data0 = {1'b1, 1'b0, 1'b1, 1'b0, 1'b1, 1'b0, 1'b1, 1'b0}; 
	Data1 = {1'b0, 1'b1, 1'b0, 1'b1, 1'b0, 1'b1, 1'b0, 1'b1}; 
	mode = 1; #5;
	$display("\nCase 4\nInput 1: %b", Data0); $display("Input 2: %b", Data1);
	$display("Mode: %b", mode); $display("Final Sum: %b", final_sum); 
	$display("Carry Out: %b", final_carry_out); $display("Overflow: %b", overflow);
	Data0 = {1'b1, 1'b1, 1'b1, 1'b1, 1'b0, 1'b0, 1'b0, 1'b0}; 
	Data1 = {1'b0, 1'b0, 1'b0, 1'b0, 1'b1, 1'b1, 1'b1, 1'b1}; 
	mode = 1; #5;
	$display("\nCase 5\nInput 1: %b", Data0); $display("Input 2: %b", Data1);
	$display("Mode: %b", mode); $display("Final Sum: %b", final_sum); 
	$display("Carry Out: %b", final_carry_out); $display("Overflow: %b", overflow);
	Data0 = {1'b1, 1'b1, 1'b0, 1'b0, 1'b1, 1'b1, 1'b0, 1'b0}; 
	Data1 = {1'b1, 1'b1, 1'b0, 1'b0, 1'b1, 1'b1, 1'b0, 1'b0}; 
	mode = 1; #5;
	$display("\nCase 6\nInput 1: %b", Data0); $display("Input 2: %b", Data1);
	$display("Mode: %b", mode); $display("Final Sum: %b", final_sum); 
	$display("Carry Out: %b", final_carry_out); $display("Overflow: %b", overflow);
	Data0 = {1'b0, 1'b1, 1'b0, 1'b0, 1'b0, 1'b0, 1'b0, 1'b1}; 
	Data1 = {1'b1, 1'b1, 1'b1, 1'b1, 1'b1, 1'b1, 1'b1, 1'b1}; 
	mode = 1; #5;
	$display("\nCase 7\nInput 1: %b", Data0); $display("Input 2: %b", Data1);
	$display("Mode: %b", mode); $display("Final Sum: %b", final_sum); 
	$display("Carry Out: %b", final_carry_out); $display("Overflow: %b", overflow);
	Data0 = {1'b0, 1'b1, 1'b1, 1'b0, 1'b0, 1'b0, 1'b0, 1'b1}; 
	Data1 = {1'b0, 1'b1, 1'b0, 1'b1, 1'b0, 1'b0, 1'b0, 1'b1}; 
	mode = 1; #5;
	$display("\nCase 8\nInput 1: %b", Data0); $display("Input 2: %b", Data1);
	$display("Mode: %b", mode); $display("Final Sum: %b", final_sum); 
	$display("Carry Out: %b", final_carry_out); $display("Overflow: %b", overflow);
	Data0 = {1'b1, 1'b1, 1'b1, 1'b1, 1'b0, 1'b0, 1'b0, 1'b0}; 
	Data1 = {1'b0, 1'b0, 1'b0, 1'b0, 1'b1, 1'b1, 1'b1, 1'b1}; 
	mode = 0; #5;
	$display("\nCase 9\nInput 1: %b", Data0); $display("Input 2: %b", Data1);
	$display("Mode: %b", mode); $display("Final Sum: %b", final_sum); 
	$display("Carry Out: %b", final_carry_out); $display("Overflow: %b", overflow);
	Data0 = {1'b1, 1'b1, 1'b0, 1'b0, 1'b1, 1'b1, 1'b0, 1'b0}; 
	Data1 = {1'b0, 1'b0, 1'b1, 1'b1, 1'b0, 1'b0, 1'b1, 1'b1}; 
	mode = 0; #5;
	$display("\nCase 10\nInput 1: %b", Data0); $display("Input 2: %b", Data1);
	$display("Mode: %b", mode); $display("Final Sum: %b", final_sum); 
	$display("Carry Out: %b", final_carry_out); $display("Overflow: %b", overflow);
	Data0 = {1'b0, 1'b1, 1'b0, 1'b1, 1'b0, 1'b1, 1'b0, 1'b1}; 
	Data1 = {1'b1, 1'b0, 1'b1, 1'b0, 1'b1, 1'b0, 1'b1, 1'b1}; 
	mode = 0; #5;
	$display("\nCase 11\nInput 1: %b", Data0); $display("Input 2: %b", Data1);
	$display("Mode: %b", mode); $display("Final Sum: %b", final_sum); 
	$display("Carry Out: %b", final_carry_out); $display("Overflow: %b", overflow);
	Data0 = {1'b0, 1'b1, 1'b0, 1'b1, 1'b0, 1'b1, 1'b0, 1'b1}; 
	Data1 = {1'b1, 1'b1, 1'b1, 1'b1, 1'b1, 1'b1, 1'b1, 1'b1}; 
	mode = 0; #5;
	$display("\nCase 12\nInput 1: %b", Data0); $display("Input 2: %b", Data1);
	$display("Mode: %b", mode); $display("Final Sum: %b", final_sum); 
	$display("Carry Out: %b", final_carry_out); $display("Overflow: %b", overflow);
	Data0 = {1'b0, 1'b0, 1'b0, 1'b0, 1'b0, 1'b0, 1'b0, 1'b1}; 
	Data1 = {1'b0, 1'b1, 1'b1, 1'b1, 1'b1, 1'b1, 1'b1, 1'b1}; 
	mode = 0; #5;
	$display("\nCase 13\nInput 1: %b", Data0); $display("Input 2: %b", Data1);
	$display("Mode: %b", mode); $display("Final Sum: %b", final_sum); 
	$display("Carry Out: %b", final_carry_out); $display("Overflow: %b", overflow);
	Data0 = {1'b1, 1'b1, 1'b0, 1'b0, 1'b0, 1'b0, 1'b0, 1'b1}; 
	Data1 = {1'b0, 1'b0, 1'b0, 1'b1, 1'b1, 1'b0, 1'b0, 1'b1}; 
	mode = 0; #5;
	$display("\nCase 14\nInput 1: %b", Data0); $display("Input 2: %b", Data1);
	$display("Mode: %b", mode); $display("Final Sum: %b", final_sum); 
	$display("Carry Out: %b", final_carry_out); $display("Overflow: %b", overflow);
	Data0 = {1'b1, 1'b1, 1'b0, 1'b0, 1'b0, 1'b0, 1'b1, 1'b1}; 
	Data1 = {1'b1, 1'b1, 1'b1, 1'b1, 1'b0, 1'b1, 1'b0, 1'b1}; 
	mode = 0; #5;
	$display("\nCase 15\nInput 1: %b", Data0); $display("Input 2: %b", Data1);
	$display("Mode: %b", mode); $display("Final Sum: %b", final_sum); 
	$display("Carry Out: %b", final_carry_out); $display("Overflow: %b", overflow);
	end
endmodule
```
**flow/run.sh**
```bash
#!/bin/bash
# OpenROAD 26Q1-2900-gdf79404cd8, Yosys 0.63+post, stock flow scripts
make -C /OpenROAD-flow-scripts/flow DESIGN_CONFIG=/design/flow/config.mk WORK_HOME=/design/flow/orfs finish
```
**flow/config.mk**
```make
export PLATFORM = sky130hd
export DESIGN_NAME = eightbitaddsub
export DESIGN_NICKNAME = eightbitaddsub
export VERILOG_FILES = /design/flow/design.v
export SDC_FILE = /design/flow/constraint.sdc
export NUM_CORES = 4
export LEC_CHECK = 1
export CORE_AREA = 10 10 70 70
export DIE_AREA = 0 0 80 80
```
**flow/constraint.sdc**
```tcl
current_design eightbitaddsub

set clk_period 2.3
set clk_io_pct 0.2

create_clock -name clk0 -period $clk_period

set non_clock_inputs [all_inputs -no_clocks]
set_input_delay [expr $clk_period * $clk_io_pct] -clock clk0 $non_clock_inputs
set_output_delay [expr $clk_period * $clk_io_pct] -clock clk0 [all_outputs]
```
==> impl_metrics.env <==
# implementation run metrics
export IMPL_synth_distinct_cells=17
export IMPL_slew_violations=0
export IMPL_stdcell_count=124
export IMPL_setup_tns_ns=-10.25
export IMPL_xor_share_pct=2.00
export IMPL_die_w_um=80
export IMPL_seq_area_frac_synth_pct=0
export IMPL_worst_slew_pin_slew_ns=0.149
export IMPL_totalWireLength_um=1230
export IMPL_rsz0062_at_grt="true"
export IMPL_maxCapViolCount=0
export IMPL_ys_area_um2=438
export IMPL_grt_util_met1_pct=3.72
export IMPL_grt_pass1_vias=476
export IMPL_coreArea_um2=3420
export IMPL_max_stage_delay_ns=0.49
export IMPL_syn_avg_cell_area_um2=7.96
export IMPL_setup_viol=3
export IMPL_routed_via_density=3.61
export IMPL_diodes=0
export IMPL_fin_area_um2=766
export IMPL_warning_count=36
export IMPL_cp_required_ns=1.84
export IMPL_synth_simple_area_share_pct=4.57
export IMPL_drt_iter0_drc=26
export IMPL_die_h_um=80
export IMPL_drcViolationCount=0
export IMPL_post_route_period_util_pct=250
export IMPL_synthAdderAreaFrac_pct=43.4
export IMPL_start_kind="input pin"
export IMPL_route_detailed_wl_per_inst_um=9.90
export IMPL_min_period_ns=5.75
export IMPL_ys_cells=55
export IMPL_topCellsByArea="ha_1 (34%), a211o_1 (10%), fa_1 (9.1%)"
export IMPL_dp_slack_ns=-4.26
export IMPL_critPathKind="input pin to output pin"
export IMPL_outcome="finished, violations left"
export IMPL_hold_viol=0
export IMPL_crit_family="AND-OR/OR-AND gates"
export IMPL_slew_headroom_pct=89.8
export IMPL_met2_usage_pct=6.58
export IMPL_endpoint_kind="output pin"
export IMPL_drt_first_pass_iters=3
export IMPL_rows=21
export IMPL_synth_cell_area_um2=438
export IMPL_initCoreUtil_pct=12.8
export IMPL_arrival_ns=5.29
export IMPL_finalPower_uw=190
export IMPL_gr_usage_met3_pct=2.27
export IMPL_top_cell_area_share_pct=34.3
export IMPL_cp_slowest_cell="clkdlybuf4s50_1"
export IMPL_busiest_layer="met2"
export IMPL_dpl_cell_count=123
export IMPL_mux_share_pct=2.29
export IMPL_yosysTopAreaCell="ha_1"
export IMPL_ff_latch_area_um2=0
export IMPL_placed_area_um2=728
export IMPL_syn2layout_area_growth_pct=74.9
export IMPL_antenna_left=0
export IMPL_hold_class="input pin to output pin"
export IMPL_syn_inst=55
export IMPL_synth_warnings=0
export IMPL_path_depth=23
export IMPL_path_max_fanout=2
export IMPL_critPathBufInv=2
export IMPL_drive_gt1_share_pct=25.6
export IMPL_gr_total_overflow=0
export IMPL_setup_slack_ns=-3.45
export IMPL_violations="negative setup slack"
export IMPL_p_leak_nw=0.355
export IMPL_peakVddDrop_mv=0.0605
export IMPL_grtUsageTotal_pct=3.66
export IMPL_chipArea_um2=6400
export IMPL_grt_max_degree=11
export IMPL_gp_congestion=0.781
export IMPL_hpwl_um=1060
export IMPL_antenna_found_initial=0
export IMPL_post_route_util_pct=22.4
export IMPL_hold_buffers=0
export IMPL_nClkBuffers=0
export IMPL_ys_sh_aoi_pct=36.3
export IMPL_holdWs_ns=1.44
export IMPL_crit_path_cell_trace="clkdlybuf4s50_1 > ha_1 > a21oi_2 > o21a_1 > ha_1 > a211o_1 > o21a_1 > ha_1 > a211o_1 > o21a_1 > ha_1 > a211o_1 > o21a_1 > ha_1 > a211o_1 > o21a_1 > ha_4 > a211oi_4 > a21oi_2 > fa_2 > nand2b_4 > mux2i_1 > buf_2"
export IMPL_via_count=448
export IMPL_grt_pass1_wl_um=1970
export IMPL_powerDensity_nw_per_um2=248
export IMPL_nFlopsAndLatches=0
export IMPL_ios=20
export IMPL_fmax_mhz=174
export IMPL_numPortBuffers=20
export IMPL_ys_top_logic_family="adder cells"
export IMPL_startpoint="Data0[1]"
export IMPL_hold_start="mode"
export IMPL_most_common_cell="ha_1"
export IMPL_top_cells_by_count="ha_1 (12), inv_1 (9), a21oi_1 (6)"
export IMPL_worstHoldPathCells=5
power by group:
part	internal (mW)	leakage [nW]	switching [mW]	total, mW
clock	0	0	0	0
sequential	0	0	0	0
combinational	0.110	0.355	0.0794	0.190
cell type report:
class              count  area [µm²]
repair buffers        25         228
multi-input cells     44         447
well taps             46        57.6
fillers              376        2650
inverters              9        33.8
layer usage:
metal / vias up / part of all wire, %
met4: 0 / 0
met3: 0 / 14
li1: 245 / -
met1: 192 / 41
met5: - / 0
met2: 11 / 45
path summary, 6_finish.rpt:
check	end	slack [ns]
worst min-delay path	overflow	1.44
worst max-delay path	overflow	-3.45
repair_timing:
item                                    4_1_cts  5_1_grt
resized                                      25        6
buffers inserted                              1        0
endpoints found under the setup margin        3        3
pin swaps                                    17       20
endpoints found under the hold margin         0        0
cell usage in the layout (no fill, tap or decap):
cell and n:
fa_2 2, nand2_2 1, dlygate4sd2_1 1, clkdlybuf4s50_1 13
a21o_1 1, buf_4 5, ha_4 1, o21a_1 5
a211o_1 5, and2_1 1, mux2i_1 1, inv_1 9
clkdlybuf4s15_1 1, a21oi_2 2, o21ai_0 5, buf_2 3
a211oi_4 1, ha_1 11, buf_6 1, a21oi_1 4
buf_8 1, nand2b_4 1, nand2_1 1, xnor2_2 1
a21boi_2 1
logic make-up (layout without fill, tap and decap cells):
group	count (synthesis)	in the layout
buffers and inverters	11	34
xor gates and xnor gates	1	1
adders and majority gates	14	14
AOI/OAI and AO/OA	24	24
and+or+nand+nor	4	4
muxes	1	1
Power and IR drop assume default switching activity.
